[./config.mk]
export PLATFORM = sky130hd
export DESIGN_NAME = regfile3
export DESIGN_NICKNAME = regfile3
export VERILOG_FILES = /design/flow/design.v
export SDC_FILE = /design/flow/constraint.sdc
export NUM_CORES = 4
export LEC_CHECK = 1
export CORE_UTILIZATION = 40
[./constraint.sdc]
current_design regfile3

set clk_period 6.3
set clk_io_pct 0.2

create_clock -name clk0 -period $clk_period [get_ports {clk}]

set non_clock_inputs [all_inputs -no_clocks]
set_input_delay [expr $clk_period * $clk_io_pct] -clock clk0 $non_clock_inputs
set_output_delay [expr $clk_period * $clk_io_pct] -clock clk0 [all_outputs]
[./design.v]
module regfile3 (
regr0,
regr1,
regw,
regr0s,
regr1s,
regws,
we,
bank,
incr_pc,
reset,
cr_wr,
cr_rd,
sr1_wr,
clk
);
input [15:0] regw, cr_wr, sr1_wr;
input [2:0] regr0s, regr1s, regws;
input we, clk, incr_pc, reset, bank;
output [15:0] regr0, regr1, cr_rd;
reg [15:0] regr0, regr1, cr_rd;
parameter IVEC = 16'h4, CR_INIT = 16'h8, sCR_INIT = 16'h2;
reg [15:0] R1 = 0;
reg [15:0] R2 = 0;
reg [15:0] R3 = 0;
reg [15:0] R4 = 0;
reg [15:0] R5 = 0;
reg [15:0] R6 = 0;
reg [15:0] R7 = 0;
reg [15:0] CR = 0;  
reg [15:0] sR1 = 0;
reg [15:0] sR2 = 0;
reg [15:0] sR3 = 0;
reg [15:0] sR4 = 0;
reg [15:0] sR5 = 0;
reg [15:0] sR6 = 0;
reg [15:0] sR7 = IVEC;
reg [15:0] sCR = 0;  
always @*
begin
	if (bank==0) begin
		case(regr0s)
		3'b000: regr0 = 0;
		3'b001: regr0 = R1;
		3'b010: regr0 = R2;
		3'b011: regr0 = R3;
		3'b100: regr0 = R4;
		3'b101: regr0 = R5;
		3'b110: regr0 = R6;
		3'b111: regr0 = R7;
	  default: regr0 = 0;
		endcase
		case(regr1s)
		3'b000: regr1 = 0;
		3'b001: regr1 = R1;
		3'b010: regr1 = R2;
		3'b011: regr1 = R3;
		3'b100: regr1 = R4;
		3'b101: regr1 = R5;
		3'b110: regr1 = R6;
		3'b111: regr1 = R7;
	  default: regr1 = 0;
		endcase
	end else begin
		case(regr0s)
		3'b000: regr0 = 0;
		3'b001: regr0 = sR1;
		3'b010: regr0 = sR2;
		3'b011: regr0 = sR3;
		3'b100: regr0 = sR4;
		3'b101: regr0 = sR5;
		3'b110: regr0 = sR6;
		3'b111: regr0 = sR7;
	  default: regr0 = 0;
		endcase
		case(regr1s)
		3'b000: regr1 = 0;
		3'b001: regr1 = sR1;
		3'b010: regr1 = sR2;
		3'b011: regr1 = sR3;
		3'b100: regr1 = sR4;
		3'b101: regr1 = sR5;
		3'b110: regr1 = sR6;
		3'b111: regr1 = sR7;
	  default: regr1 = 0;
		endcase
	end
end
always @(negedge clk)
begin
	if (reset && we) begin
		R7 <= 0;
	end else if (reset) begin
		R1 <= 0;
		R2 <= 0;
		R3 <= 0;
		R4 <= 0;
		R5 <= 0;
		R6 <= 0;
		R7 <= 0;
		CR <= CR_INIT;
		sR1 <= 0;
		sR2 <= 0;
		sR3 <= 0;
		sR4 <= 0;
		sR5 <= 0;
		sR6 <= 0;
		sR7 <= IVEC;
		sCR <= sCR_INIT;
		cr_rd <= CR;
	end else if (we) begin
		if (bank==0) begin
	    case(regws)
			3'b001: R1 <= regw;
			3'b010: R2 <= regw;
			3'b011: R3 <= regw;
			3'b100: R4 <= regw;
			3'b101: R5 <= regw;
			3'b110: R6 <= regw;
			3'b111: R7 <= regw;
	    endcase
  	end else begin
			case(regws)
			3'b001: sR1 <= regw;
			3'b010: sR2 <= regw;
			3'b011: sR3 <= regw;
			3'b100: sR4 <= regw;
			3'b101: sR5 <= regw;
			3'b110: sR6 <= regw;
			3'b111: sR7 <= regw;
			endcase
		end
	end
	if (cr_wr > 0) begin
		if (bank == 0) begin
			CR <= cr_wr;
		end else begin
			sCR <= cr_wr;
		end
	end
	if (bank == 1)
		cr_rd <= sCR;
	else
		cr_rd <= CR;
	if (bank == 0) begin
		if (incr_pc)
	    R7 <= R7 + 2;
	end else begin
		if (incr_pc)
			sR7 <= sR7 +2;
	end
	if (sr1_wr > 0)
		sR1 <= sr1_wr;
end
endmodule
[./run.sh]
#!/bin/bash
# OpenROAD 26Q1-2900-gdf79404cd8, Yosys 0.63+post, stock flow scripts
make -C /OpenROAD-flow-scripts/flow DESIGN_CONFIG=/design/flow/config.mk WORK_HOME=/design/flow/orfs finish
==> impl_metrics.env <==
# flow metrics
export IMPL_r2r_start="sR7[2]"
export IMPL_h_tree_depth=2
export IMPL_fp_utilization=0.405
export IMPL_cts_sinks=272
export IMPL_rows=68
export IMPL_dp_hpwl_mm=32.9
export IMPL_instances_no_fill=2153
export IMPL_top_cells_by_count="194 x edfxtp_1, 119 x nand2_1, 78 x dfxtp_1, 58 x mux2i_1, 55 x mux2_2"
export IMPL_drcViolationCount=0
export IMPL_gp_congestion=0.969
export IMPL_fillers=2806
export IMPL_die_h_um=189
export IMPL_synth_area_yosys_um2=14000
export IMPL_rsz0062_at_grt="true"
export IMPL_yosysWarnings=1
export IMPL_skew_ns=0.0176
export IMPL_wirelength_mm=49.3
export IMPL_hold_viol_final=0
export IMPL_hold_class="reg -> reg"
export IMPL_rr_endpoint="sR7[15]"
export IMPL_hold_depth=2
export IMPL_gr_total_overflow=0
export IMPL_syn_avg_cell_area_um2=11.7
export IMPL_dieArea_um2=35700
export IMPL_hp_start="sCR[12]"
export IMPL_cts_buffer_depth=3
export IMPL_reg2reg_setup_slack_ns=4.34
export IMPL_synth_distinct_cells=81
export IMPL_dp_cells=1793
export IMPL_cts_tree="built"
export IMPL_viasPerCell=5.75
export IMPL_ant_nets=0
export IMPL_powerDensity_nw_per_um2=302
export IMPL_largest_area_cell="edfxtp_1"
export IMPL_clkLatencyLatePin_ns=0.58
export IMPL_yosysCellCount=1197
export IMPL_cts_buffers=34
export IMPL_antenna_found_initial=1
export IMPL_netlist_instances=1197
export IMPL_cp_num_buf_inv=1
export IMPL_drive_gt1_frac=0.247
export IMPL_synth_edff_count=194
export IMPL_crit_family="AND-OR/OR-AND gates"
export IMPL_tightest_slew_ns=0.883
export IMPL_status="finished, violations left"
export IMPL_synth_async_reset_ratio=0
export IMPL_ff2ff_path_depth=5
export IMPL_area_leaders="edfxtp_1 42%, dfxtp_1 11%, mux2_2 4.4%"
export IMPL_num_io_pins=110
export IMPL_slew_headroom=0.410
export IMPL_core_area_um2=34500
export IMPL_die_width_um=189
export IMPL_ir_worst_vdd_uv=251
export IMPL_crit_slowest_cell="a222oi_1"
export IMPL_final_setup_viol_count=24
export IMPL_yosysMostFrequentCell="edfxtp_1"
export IMPL_yosysTopAreaCellShare=0.417
export IMPL_crit_arrival_ns=5.21
export IMPL_io_buffers=109
export IMPL_critPathRequiredTime_ns=5.04
export IMPL_cp_start_kind="register"
export IMPL_numSynthFlops=272
export IMPL_area_growth_pct=34.8
export IMPL_tool_warnings=301
export IMPL_path_cells="mux2i_1 > o211ai_1 > a222oi_1 > a31oi_1 > buf_2"
export IMPL_vias=12400
export IMPL_endpoint_kind="primary output"
export IMPL_grt_max_degree=47
export IMPL_dpl_cell_area_um2=16300
export IMPL_p_leak_nw=7.91
export IMPL_dr_pass1_iters=6
export IMPL_grt_use_total=0.295
export IMPL_postLayoutCellArea_um2=18800
export IMPL_grt_pass1_vias=12800
export IMPL_cap_violations=0
export IMPL_slew_viol_final=0
export IMPL_setup_ws_ns=-0.167
export IMPL_holdBufCountCts=0
export IMPL_yosysSeqAreaShare=0.529
export IMPL_syn_area_um2=14000
export IMPL_clk_pin_slew_ns=0.03
export IMPL_violations="negative setup slack"
export IMPL_min_delay_worst_endpoint="sCR[12]"
export IMPL_grt_pass1_wl_mm=73.2
export IMPL_routedWlPerCell_um=22.9
export IMPL_drtIter0Drc=1009
export IMPL_critPathMaxStageDelay_ns=0.53
export IMPL_cts_root_buf="clkbuf_16"
export IMPL_path_class="reg -> out"
export IMPL_ys_flop_type="edfxtp_1"
export IMPL_worst_path_max_fanout=2
-- cell families after synthesis --
| kind of cell | count (synthesis) | synth area share |
|---|---|---|
| XOR/XNOR | 7 | 0.00439 |
| buffers and inverters | 126 | 0.0460 |
| adder cells (fa/ha/maj) | 4 | 0.00358 |
| AND/OR/NAND/NOR | 304 | 0.110 |
| flip-flops | 272 | 0.529 |
| multiplexers | 141 | 0.127 |
| AND-OR/OR-AND | 343 | 0.180 |
-- tightest hold or removal path, delay by kind of cell, from the launching register on --
kind / cells / cell delay, ns
and+or+nand+nor: 1 / 0.05
AOI/OAI and AO/OA: 1 / 0.05
DFF: 1 / 0.30
-- layout by cell type (no fill, tap or decap), types with 10 or more instances in the layout --
cell type	count
o21ai_1	27
nand2_1	119
mux2i_1	58
edfxtp_1	194
buf_12	14
nor4_1	14
buf_2	35
buf_4	142
mux2_4	12
a221oi_1	12
mux4_2	22
nor2b_1	20
o22ai_1	13
o21bai_1	10
a22oi_1	22
o2bb2ai_1	22
clkbuf_16	35
a21oi_1	40
nor2_1	28
a221o_1	48
clkdlybuf4s50_1	70
nor3_1	16
mux2_2	49
o211ai_1	12
o21ai_0	36
nand3_1	32
a221oi_2	11
dfxtp_1	65
inv_1	304
-- stage by stage --
stage               utilization  worst slack [ns]  power (mW)  hold WS [ns]  setup TNS (ns)
floorplan                     -           -0.0689        2.84         0.425           -5.51
global placement          0.472           0.00667        3.21         0.432               0
detailed placement        0.472           0.00219        3.22         0.438               0
CTS                       0.543            -0.195        5.73         0.445           -2.45
global route              0.547            -0.238        6.03         0.469           -4.02
finish                    0.547            -0.167        5.68         0.442           -2.09
-- worst max-delay path by stage --
stage | cells after the start | to | start | slack, ns
after global routing | 6 | regr1[1] | sR5[1] | -0.24
after CTS | 5 | regr0[2] | sR6[2] | -0.19
final | 5 | regr1[3] | sR1[3] | -0.17
-- timing repair --
action / CTS / global route
cloned: 0 / 0
setup buffers: 19 / 8
pin swaps: 61 / 38
endpoints found under the hold margin: 0 / 0
resized: 176 / 18
setup endpoints to repair: 32 / 32
-- metal layers --
metal | GRT usage | routed length [um]
met4 | 0.144 | 2370
met1 | 0.380 | 18800
met3 | 0.157 | 5570
met2 | 0.420 | 22500
met5 | 0.00137 | 0
-- power by group --
group	internal, mW	switching, mW	leakage [nW]
clock	1.49	1.20	2.05
combinational	0.374	0.417	3.48
sequential	2.11	0.0874	2.38
total	3.98	1.71	7.91
-- layout make-up --
class | instances | area [um2] | share of cell area
sequential | 272 | 7410 | 0.394
multi-input combinational | 799 | 6290 | 0.334
timing repair buffer | 265 | 2260 | 0.120
clock inverter | 299 | 1330 | 0.0703
clock buffer | 35 | 876 | 0.0465
tap | 455 | 569 | 0.0302
inverter | 27 | 101 | 0.00538
antenna | 1 | 2.50 | 0.000133
Power figures rest on the tool's default switching activity, not on a simulated workload.
